--- flow/constraint.sdc ---
current_design controller

set clk_period 1.0
set clk_io_pct 0.2

create_clock -name clk0 -period $clk_period [get_ports {clk}]

set non_clock_inputs [all_inputs -no_clocks]
set_input_delay [expr $clk_period * $clk_io_pct] -clock clk0 $non_clock_inputs
set_output_delay [expr $clk_period * $clk_io_pct] -clock clk0 [all_outputs]
--- flow/run.sh ---
#!/bin/bash
# OpenROAD 26Q1-2900-gdf79404cd8, Yosys 0.63+post, stock flow scripts
make -C /OpenROAD-flow-scripts/flow DESIGN_CONFIG=/design/flow/config.mk WORK_HOME=/design/flow/orfs finish
--- flow/design.v ---
module controller(load_R1, load_R2, load_R3, load_ptr, mux_1_sel, mux_2_sel, mux_3_sel, enable, opcode, clk, rst, edge_case_first_row, edge_case_first_col);
    parameter S0 = 3'b000;
    parameter S1 = 3'b001;
    parameter S2 = 3'b010;
    parameter S3 = 3'b011;
    parameter S4 = 3'b100;
    parameter S5 = 3'b101;
    parameter S6 = 3'b110;
    parameter NOP = 3'b000;
    parameter D1 = 3'b001;
    parameter D2 = 3'b010;
    parameter ADD = 3'b011;
    parameter AVG = 3'b100;
    parameter SUB1 = 3'b101;
    parameter SUB2 = 3'b110;
    parameter state_size = 3;
    reg [2:0] state, next_state;
    output reg load_R1, load_R2, load_R3, load_ptr, mux_1_sel, enable;
    output reg [1:0] mux_3_sel, mux_2_sel;
    output reg[2:0] opcode;
    input clk, rst;
    input edge_case_first_row, edge_case_first_col;
    always @(posedge clk or posedge rst) begin
        if (rst) state <= S0;
        else state <= next_state;
    end
    always @(*) begin 
        load_R1 = 0; load_R2 = 0; load_R3 = 0; load_ptr = 0; mux_1_sel = 0; enable = 0;
        next_state = state;
        case (state)
            S0:  
            begin
                load_R1 = 1;
                next_state = S1;
            end
            S1:
            begin
                load_ptr = 1;
                opcode = SUB1;  
                mux_2_sel = 2'b10;
                mux_3_sel = 2'b10;
                next_state = S2;
            end
            S2:
            begin
                load_R2 = 1; 
                next_state = S3;
            end
            S3:
            begin
                load_ptr = 1;
                opcode = ADD;  
                mux_3_sel = 2'b01;
                mux_2_sel = 2'b10;
                next_state = S4;
            end
            S4:
            begin
                load_R3 = 1;
                case({edge_case_first_row, edge_case_first_col})
                    2'b00: opcode = AVG;
                    2'b01: opcode = D2;
                    2'b10: opcode = D1;
                    2'b11: opcode = NOP;
                endcase              
                mux_2_sel = 2'b00;
                mux_3_sel = 2'b00;
                next_state = S5;
            end
            S5:
            begin
                load_R2 = 1;
                next_state = S6;
            end
            S6:
            begin
                enable = 1;
                opcode = SUB2;  
                mux_2_sel = 2'b01;
                mux_3_sel = 2'b00;
                next_state = S0;
            end
            default:
            begin
                next_state = S0;
            end
        endcase
    end
endmodule
--- flow/config.mk ---
export PLATFORM = sky130hd
export DESIGN_NAME = controller
export DESIGN_NICKNAME = controller
export VERILOG_FILES = /design/flow/design.v
export SDC_FILE = /design/flow/constraint.sdc
export NUM_CORES = 4
export LEC_CHECK = 1
export CORE_AREA = 10 10 70 70
export DIE_AREA = 0 0 80 80
==> results.yml <==
# synthesis and place-and-route metrics
pwr:
  clockPowerShare: 0.464
  ir_drop_v: 0.000772
  pwr-share-comb: 0.037
  intPower_w: 0.000448
  p_sw_w: 0.000121
  power_density_nw_per_um2: 906
  seq_power_share: 0.499
  p_leak_nw: 0.308
  switching_share: 0.213
route:
  drt_iter0_drc: 8
  routedWlPerCell_um: 9.62
  drc: 0
  wirelength_um: 943
  viasPerCell: 2.88
  antenna_cells: 0
  dr.pass1.iters: 3
  dr_total_vias: 282
  drtAntennaViolNets: 0
setup_path:
  max_stage_delay_ns: 0.38
  crit_chain: "or2_4, buf_6"
  crit_slowest_cell: "dfrtp_1"
  endpoint_kind: "output port"
  critPathKind: "reg2out"
  arrival_ns: 0.99
  path_delay_family: "flip-flops"
  cp_num_buf_inv: 1
  required_ns: 0.80
  path_max_fanout: 2
  worstSetupStartpointType: "flop"
  reg2reg_slack_ns: 0.23
placement:
  place.gp.congestion: 0.747
  hpwlAfterDp_um: 725
  dp_slack_ns: -0.278
  io_buffer_count: 15
  postPlaceCellArea_um2: 601
synthesis:
  synth_stat.cells: 30
  ys_warn_count: 1
  synth_cell_type_count: 14
  mux_area_frac: 0
  synth_area_um2: 378
  xor_area_frac: 0
  synth-simple-area-share: 0.0894
  synth_flops: 14
  adder_share: 0
  synthTopLogicFamily: "simple AND/OR/NAND/NOR gates"
  netlist_instances: 30
  yosys_area_um2: 378
  avgSynthCellArea_um2: 12.6
  aoi_share: 0.0861
cells_and_area:
  fin_util: 0.184
  final_area_um2: 628
  final_cell_mix: "clkdlybuf4s50_1, dlxtn_1, buf_4, dfrtp_1, buf_2"
  lay_top_count: "clkdlybuf4s50_1"
  drive_gt1_frac: 0.385
  area_growth_pct: 66.2
clocking:
  cts_hold_buf: 0
  clkLatencyLatePin_ns: 0.26
  root_buffer: "clkbuf_4"
  clockBufferDepth: 2
  clkTransAtPathRegs_ns: 0.05
  htree_levels: 1
  cts_tree: "built"
  cts_made_buffers: 3
sta:
  fmax_mhz: 841
  untimed_endpoints: 14
  fin_crit_ns: 1.19
  worst_pin_slew_ns: 0.779
  finalMaxSlewViolations: 0
  setup_viol_count_final: 3
  hold_slack_ns: 0.158
  relSlewSlack: 0.476
  hold_viol_final: 0
  fin_worst_skew_ns: 0.00622
  rsz0062_at_grt: "true"
  unclocked_pins: 7
  period_used_share: 1.19
  setup_ws_ns: -0.189
global_route:
  grt_pass1_vias: 312
  antenna_found_initial: 0
  overflow: 0
  grt_pass1_wl_um: 1570
  grt_max_degree: 9
  grt_usage: 0.0310
job:
  tool_warnings: 27
  drv_cap: 0
status:
  violations: "negative setup slack"
  outcome: "finished with violations"
floorplanning:
  rows: 21
  fp_util: 0.111
  dieArea_um2: 6400
  die_y_um: 80
  die_w_um: 80
  ioPinCount: 17
  core_um2: 3420
worst_hold_path:
  hold_class: "in2async"
==> final cells by class <==
class,count,area (um^2)
Fill cell,386,2790
Sequential cell,14,282
Timing Repair Buffer,21,176
Multi-Input combinational cell,10,75.1
Tap cell,46,57.6
Clock buffer,4,26.3
Inverter,3,11.3
==> power groups by stage <==
stage | combinational (W) | sequential, W | clock, W
5_1_grt | 0.0000235 | 0.000283 | 0.000299
4_1_cts | 0.0000216 | 0.000284 | 0.000274
6_report | 0.0000210 | 0.000284 | 0.000264
==> logic make-up after synthesis <==
group / Yosys count
buffers and inverters: 6
flip-flops: 7
AND/OR/NAND/NOR: 6
AND-OR/OR-AND: 3
other: 1
latches: 7
==> flip-flops by register name, summed over array words and instances, names as in the netlist <==
name,cells
state,7
mux_2_sel,2
mux_3_sel,2
opcode,3
==> cell usage after synthesis, drive strengths merged <==
master	n	area, um^2
dlxtn	7	105
dfrtp	6	150
a311o	3	32.5
inv	3	11.3
clkbuf	2	7.51
nor2	2	10.0
or2	2	12.5
buf	1	7.51
conb	1	3.75
dfstp	1	26.3
nor3	1	5.00
nor4	1	6.26
==> path summary, 6_finish.rpt <==
kind                           from        to  cells past startpoint
hold / removal                  rst  state[1]                      2
hold reg to reg            state[5]  state[3]                      0
max in group asynchronous       rst  state[0]                      2
min in group clk0          state[5]  state[3]                      0
setup / recovery           state[6]  load_ptr                      2
setup reg to reg           state[6]  state[1]                      2
==> stage by stage <==
stage	setup TNS, ns	std cells	total power [W]
global route	-0.571	98	0.000606
CTS	-0.481	97	0.000580
finish	-0.439	98	0.000569
global placement	-0.752	92	0.000310
floorplan	0	30	0.000298
detailed placement	-0.726	92	0.000310
==> layer usage <==
metal	vias to the layer above	routed length (um)	GRT usage
li1	139	-	-
met3	5	172	0.0273
met5	-	0	0
met2	18	282	0.0369
met4	0	20	0.00528
met1	120	467	0.0408
==> timing repair <==
| action | in CTS | in global routing |
|---|---|---|
| buffers inserted | 1 | 1 |
| pin swaps | 1 | 1 |
| setup endpoints to repair | 5 | 4 |
| gates resized | 18 | 0 |
Power figures rest on the tool's default switching activity, not on a simulated workload.
